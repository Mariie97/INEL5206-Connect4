==> design.v <==
`timescale 1ns / 1ps
module DisplayGameStatus(
	input clk,
	input [1:0] state,
	input [1:0] game_status,
	output reg[6:0] LEDs
    );
parameter STILL_PLAYING=2'b00, P1_WINS=2'b01, P2_WINS=2'b10, TIE=2'b11;  
parameter GAME_INIT=2'b00, P1_TURN=2'b01, P2_TURN=2'b10, END_GAME=2'b11;  
initial begin
	LEDs = 7'b0000000;
end	 
always @ (posedge clk)
begin
	case(state)
	GAME_INIT: LEDs = 7'b0000000;
	P1_TURN: LEDs = 7'b0001000; 
	P2_TURN: LEDs = 7'b0010000; 
	END_GAME: begin 
					if(game_status==P1_WINS) LEDs = 7'b0000001;
					else begin
							if(game_status==P2_WINS) LEDs = 7'b1000000;
							else LEDs = 7'b1111111;
							end
				 end
	endcase
end
endmodule
==> run.sh <==
#!/bin/bash
# OpenROAD 26Q1-2900-gdf79404cd8, Yosys 0.63+post, stock flow scripts
make -C /OpenROAD-flow-scripts/flow DESIGN_CONFIG=/design/flow/config.mk WORK_HOME=/design/flow/orfs finish
==> config.mk <==
export PLATFORM = sky130hd
export DESIGN_NAME = DisplayGameStatus
export DESIGN_NICKNAME = DisplayGameStatus
export VERILOG_FILES = /design/flow/design.v
export SDC_FILE = /design/flow/constraint.sdc
export NUM_CORES = 4
export LEC_CHECK = 1
export CORE_AREA = 10 10 70 70
export DIE_AREA = 0 0 80 80
==> constraint.sdc <==
current_design DisplayGameStatus

set clk_period 1.1
set clk_io_pct 0.2

create_clock -name clk0 -period $clk_period [get_ports {clk}]

set non_clock_inputs [all_inputs -no_clocks]
set_input_delay [expr $clk_period * $clk_io_pct] -clock clk0 $non_clock_inputs
set_output_delay [expr $clk_period * $clk_io_pct] -clock clk0 [all_outputs]
==> GITHUB_STEP_SUMMARY <==
## Synthesis and layout report

| Metric | Value |
|---|---|
| Status | finished clean |
| Post-synthesis sequential area ratio | 0.552 |
| Logic area | 55.1 um^2 |
| Syn Inst Count | 18 |
| Initial antenna violation count | 0 |
| Layout cells sized above 1 | 0.188 |
| Hold EP | LEDs[3] |
| MaxCap Viol Count | 0 |
| Cell Chain, Critical Path | clkdlybuf4s50_1 -> inv_1 -> ha_1 -> inv_2 -> a21boi_1 |
| Cell-internal power | 0.368 mW |
| Vias/cell | 2.01 |
| Worst EP arrival | 1160 ps |
| Worst EP required | 1220 ps |
| Slew margin rel. | 0.921 |
| Placed Cells | 74 |
| Final core area utilization | 0.106 |
| Chip area | 6400 um^2 |
| Pre-antenna DRT Iters | 2 |
| Final Max Slew Viols | 0 |
| Pwr Density | 1260 nW/um^2 |
| GR Util All Layers | 0.0167 |
| Ys cells | 18 |
| Hold crit path type | input pin to flip-flop |
| Finished Layout Cells | 78 |
| Slew @ Worst Pin | 119 ps |
| Max reg flops | 5 |
| Pre-Place Util | 0.0531 |
| Synth cell types | 7 |
| Drc violations | 0 |
| Largest net degree at the start of global routing | 4 |
| Mapped cell area | 181 um^2 |
| Fillers | 403 |
| Net Switching | 0.0876 mW |
| Final min period | 1040 ps |
| Setup WS post-layout | 61.0 ps |
| First-pass GRT wire length | 821 um |
| Setup CP Type | input pin to flip-flop |
| Die H | 80 um |
| Io pins | 12 |
| Final setup fails | 0 |
| Syn Area/Cell | 10.1 um^2 |
| Root buffer cell | clkbuf_4 |
| Seq. cell area | 101 um^2 |
| Main area contributors | dfxtp_1, ha_1, a21boi_0, buf_4, inv_1 |
| Final wirelength | 499 um |
| Synthesis Warnings | 1 |
| CTS tree | done |
| Register bit count reported by yosys | 5 |
| Clk buf depth | 2 |
| CP startpoint kind | input pin |
| Area delta synth->final | 99.3% |
| Core Box Area | 3420 um^2 |
| Total congestion overflow | 0 |
| DR WL/cell | 6.40 um |
| Peak VDD IR | 0.126 mV |
| Combinational share of power | 0.122 |
| Leak | 0.170 nW |
| Top-area cell share | 0.552 |
| Vias | 157 |
| Final GP Congestion | 0.730 |
| Cell Rows | 21 |
| Seq pwr share | 0.433 |
| Sw Ratio | 0.192 |
| Final hold vios | 0 |
| Tool warnings | 27 |
| Power Total | 0.455 mW |
| Vias in the first global route | 168 |
| Clock group share of total power | 0.446 |
| DP Worst Slack | -220 ps |
| Die Wd | 80 um |
| DRT iter0 DRCs | 4 |
| Crit-path slowest cell | clkdlybuf4s50_1 |
| Ant. Diodes | 0 |
| Hold-fix buffers, CTS | 0 |
| Min-Delay Path Depth | 2 |
| Fmax | 963 MHz |
| Worst path max stage delay | 470 ps |
| Most frequent cells in the layout | dlygate4sd2_1, dfxtp_1, clkdlybuf4s50_1 |
| Yosys top cell by area | dfxtp_1 |
| Post-DRT Antenna Nets | 0 |
| Crit. End Element | flip-flop |
| Post-DP HPWL | 447 um |
| TritonCTS Buffers | 3 |
| RSZ-0062 raised after global routing | no |
| Clock slew at reported path FFs | 40 ps |
| Max FO, Critical Path | 3 |
| Min-delay src | state[1] |
| Top cell excl fill/tap | dlygate4sd2_1 |
| Final worst path period share | 0.945 |
| Synthesis area per yosys | 181 um^2 |
| H-tree depth | 1 |
| Port Buffers | 11 |
| Clock sink total | 5 |
[per-layer routing]
layer / global-route usage / vias to the layer above / share of wire
met1: 0.0140 / 60 / 0.35
met2: 0.0152 / 14 / 0.21
met4: 0.00880 / 0 / 0.048
met5: 0 / - / 0
li1: - / 79 / -
met3: 0.0307 / 4 / 0.38
[power by group through the flow]
stage / combinational, mW / sequential [mW] / clock, mW
final: 0.0553 / 0.197 / 0.203
after global routing: 0.0635 / 0.198 / 0.239
after CTS: 0.0570 / 0.197 / 0.214
[synthesized netlist by cell type]
library cell,instances
a21boi_0,2
dfxtp_1,5
inv_1,3
nor2_1,3
nand2_1,1
ha_1,2
buf_4,2
[cells by family after synthesis]
family,share of synthesized area
buffers and inverters,0.145
DFF,0.552
and+or+nand+nor,0.0827
AOI/OAI and AO/OA,0.0827
adders and majority gates,0.138
[critical path: cells and delay by family]
kind | cells | cell delay (ps)
AND-OR/OR-AND | 1 | 60
adder cells (fa/ha/maj) | 1 | 300
buffers and inverters | 3 | 580
[final cells by class]
class                   instances  share of cell area
multi-input cells               8               0.152
repair buffers                 12               0.304
well taps                      46               0.159
clock buffers                   4              0.0727
inverters                       3              0.0311
flip-flops and latches          5               0.280
[worst max path at each step]
| stage | start | to | slack, ps | cells past startpoint |
|---|---|---|---|---|
| after CTS | LEDs[2] | LEDs[5] | -20 | 2 |
| after global routing | game_status[0] | LEDs[3] | 30 | 5 |
| final | game_status[0] | LEDs[4] | 60 | 5 |
[through the flow]
stage / hold slack [ps] / TNS [ps] / instance area, um^2
3_3_place_gp: 843 / -537 / 342
4_1_cts: 623 / -45.9 / 368
3_5_place_dp: 875 / -621 / 342
2_1_floorplan: 329 / 0 / 181
6_report: 616 / 0 / 362
5_1_grt: 642 / 0 / 362
[what timing repair did]
action                                  in CTS  in global routing
endpoints found under the setup margin       7                  4
endpoints found under the hold margin        0                  0
setup buffers                                1                  0
resized                                      8                  4
cloned                                       0                  0
Power and IR drop assume default switching activity.
