<file path="./design.v">
`timescale 1ns / 1ps
module FSM (
     input clk, 
     input reset, 
     input [1:0] in_game_status,
	  input player_turn,
     output reg [1:0] out_game_status,
     output reg [1:0] current_state
     );
parameter GAME_INIT=2'b00, P1_TURN=2'b01, P2_TURN=2'b10, END_GAME=2'b11;  
parameter NEXT_TURN=2'b00, P1_WIN=2'b01, P2_WIN=2'b10, TIE_GAME=2'b11;  
parameter STILL_PLAYING=2'b00, P1_WINS=2'b01, P2_WINS=2'b10, TIE=2'b11;  
initial begin
current_state = GAME_INIT;
end
always @(posedge clk or negedge reset) 
begin 
 if(reset==1'b0) current_state = GAME_INIT;
 else begin
	case(current_state)
			GAME_INIT: begin
							current_state = P1_TURN;
							out_game_status = STILL_PLAYING;
							end
			P1_TURN: begin
						case(in_game_status)
							NEXT_TURN: if(player_turn==1'b1) begin
											current_state = P2_TURN;
											out_game_status = STILL_PLAYING;
											end
											else begin
												current_state = P1_TURN;
												out_game_status = STILL_PLAYING;
												end
							P1_WIN: begin
											current_state = END_GAME;
											out_game_status = P1_WINS;
											end
							P2_WIN: begin
											current_state = END_GAME;
											out_game_status = P2_WINS;
											end
							TIE_GAME: begin
											current_state = END_GAME;
											out_game_status = TIE;
										 end
							endcase
						end
			END_GAME: current_state = END_GAME;
			P2_TURN:begin
							case(in_game_status)
							NEXT_TURN: if(player_turn==1'b0) begin
											current_state = P1_TURN;
											out_game_status = STILL_PLAYING;
											end
											else begin
												current_state = P2_TURN;
												out_game_status = STILL_PLAYING;
												end
							P1_WIN: begin
											current_state = END_GAME;
											out_game_status = P1_WINS;
											end
							P2_WIN: begin
											current_state = END_GAME;
											out_game_status = P2_WINS;
											end
							TIE_GAME: begin
											current_state = END_GAME;
											out_game_status = TIE;
										 end
							endcase
						end		
		endcase
	end
end 	
endmodule
</file>
<file path="./run.sh">
#!/bin/bash
# OpenROAD 26Q1-2900-gdf79404cd8, Yosys 0.63+post, stock flow scripts
make -C /OpenROAD-flow-scripts/flow DESIGN_CONFIG=/design/flow/config.mk WORK_HOME=/design/flow/orfs finish
</file>
<file path="./config.mk">
export PLATFORM = sky130hd
export DESIGN_NAME = FSM
export DESIGN_NICKNAME = FSM
export VERILOG_FILES = /design/flow/design.v
export SDC_FILE = /design/flow/constraint.sdc
export NUM_CORES = 4
export LEC_CHECK = 1
export CORE_AREA = 10 10 70 70
export DIE_AREA = 0 0 80 80
</file>
<file path="./constraint.sdc">
current_design FSM

set clk_period 2.0
set clk_io_pct 0.2

create_clock -name clk0 -period $clk_period [get_ports {clk}]

set non_clock_inputs [all_inputs -no_clocks]
set_input_delay [expr $clk_period * $clk_io_pct] -clock clk0 $non_clock_inputs
set_output_delay [expr $clk_period * $clk_io_pct] -clock clk0 [all_outputs]
</file>
==> impl_metrics.toml <==
# synthesis and place-and-route metrics
[finish]
finish.utilization = 0.105
drive_gt1_frac = 0.143
fin_cells = 74
final.fill_count = 393
syn_to_final_growth_pct = 84.0

[logic_synthesis]
synth_cell_type_count = 12
synth_cells = 16
synth_stat.cells = 16
syn_area_um2 = 195
ys_warn_count = 1
synth_seq_share = 0.564
yosysChipArea_um2 = 195
ys.flops = 4
syn_avg_cell_area_um2 = 12.2

[die]
die_h_um = 80
io_pins = 9
dieArea_um2 = 6400
die_w_um = 80
rows = 21
initCoreUtil = 0.0571
core_um2 = 3420

[clock_tree]
clk_transition_reported_paths_ns = 0.03
cts_buffers = 3
cts_resized = 0
holdBufCountCts = 0
cts_tree = "built"
root_buffer = "clkbuf_4"
h-tree-depth = 1
cts_setup_buffers = 0
clock.latency.late_pin_ns = 0.23
cts_max_path_buffers = 2
numClockSinks = 4

[worst_setup_path]
critPathTopFamily = "buffers and inverters"
end_kind = "output pin"
cpPeakStageDelay_ns = 0.48
rr_startpoint = "current_state[0]$_DFF_PN0_"
crit_arrival_ns = 1.06
critical_path_class = "reg -> out"
cp-start-kind = "flop"
worst-path-buf-inv = 1
path_max_fanout = 3
critPathLaunch = "current_state[1]$_DFF_PN0_"
critPathRequiredTime_ns = 1.60
critPathSlowestCell = "clkdlybuf4s50_1"
cp_cell_sequence = "clkdlybuf4s50_1"

[detailed_routing]
first_pass_iters = 2
drc = 0
num_antenna_cells = 0
routedWlPerCell_um = 6.14
ant_nets = 0
routed_wl_um = 454
viasPerCell = 2.11
via_count = 156
drtIter0Drc = 3

[final_timing]
skew_ns = 0.00639
fin_tns_setup_ns = 0
hold_violations = 0
relSlewSlack = 0.813
min_period_ns = 1.46
fin_ws_ns = 0.542
period_used_share = 0.729
grt_setup_unrepaired = "no"
setup_violations = 0
tightest_slew_ns = 0.277
slew_violations = 0
fmax_mhz = 686

[grt]
grt_start_max_net_pins = 5
grt_pass1_vias = 155
grt.overflow.total = 0
antenna_found_initial = 0
grtUsageTotal = 0.0135
grt_first_pass_wirelength_um = 690

[outcome]
outcome = "finished, final reports clean"

[power]
power_density_nw_per_um2 = 1240
leakage_nw = 0.136
ir_drop_mv = 0.164
finalPower_mw = 0.445

[place]
place_inst = 70
dp_hpwl_um = 363
gp_congestion = 0.741
post-place-ws_ns = 0.349
portBuffers = 8

[job]
warnings = 26
cap_violations = 0

[worst_hold_path]
hp-class = "in -> async"
==> report_power, final <==
| part | switching, mW | internal, mW |
|---|---|---|
| Combinational | 0.0714 | 0.118 |
| Clock | 0.0319 | 0.0748 |
| Sequential | 0.0165 | 0.132 |
| Total | 0.120 | 0.325 |
==> per-stage QoR <==
step / instance area [µm²] / hold WS [ns]
floorplan: 195 / 0.104
global placement: 333 / 0.586
detailed placement: 333 / 0.583
CTS: 359 / 0.340
global route: 359 / 0.339
finish: 359 / 0.346
==> final cells by class <==
cell class | count | area, µm² | share of cell area
multi-input cells | 10 | 77.6 | 0.216
inverters | 2 | 7.51 | 0.0209
clock buffers | 4 | 26.3 | 0.0732
flip-flops and latches | 4 | 110 | 0.307
well taps | 46 | 57.6 | 0.160
repair buffers | 8 | 80.1 | 0.223
==> layer usage <==
metal  share of wire  track usage  vias to the layer above
met5               0            0                        -
met4          0.0088      0.00704                        0
met3            0.20       0.0125                        2
met2            0.37       0.0169                        9
met1            0.43       0.0148                       67
li1                -            -                       78
==> kinds of logic (layout without fill, tap and decap cells) <==
group                    count (synthesis)  count (layout)  share of synthesized area
AND/OR/NAND/NOR                          7               7                      0.224
buffers and inverters                    2              14                     0.0385
AND-OR/OR-AND                            1               1                     0.0449
adder cells (fa/ha/maj)                  2               2                      0.128
flip-flops                               4               4                      0.564
==> cell usage after synthesis <==
| cell | instances | area (µm²) |
|---|---|---|
| edfxtp_1 | 2 | 60.1 |
| inv_1 | 2 | 7.51 |
| dfrtp_1 | 2 | 50.1 |
| and2_1 | 1 | 6.26 |
| a211o_1 | 1 | 8.76 |
| or3b_1 | 1 | 8.76 |
| nor2_1 | 1 | 3.75 |
| nor3_1 | 1 | 5.00 |
| ha_1 | 2 | 25.0 |
| nor4_1 | 1 | 6.26 |
| and2_2 | 1 | 7.51 |
| nor2b_1 | 1 | 6.26 |
==> registers in the layout, indices dropped and copies added, names as in the netlist <==
signal	cells
out_game_status	2
current_state	2
==> final timing paths <==
check,slack [ns],depth (start not counted),end
setup / recovery,0.54,1,current_state[1]
hold / removal,0.35,1,current_state[0]$_DFF_PN0_
setup reg to reg,0.83,3,out_game_status[0]$_SDFFCE_PN0P_
hold reg to reg,0.71,3,current_state[1]$_DFF_PN0_
max in group asynchronous,1.52,1,current_state[1]$_DFF_PN0_
min in group clk0,0.71,3,current_state[1]$_DFF_PN0_
==> placed cells by master, fill, tap and decap left out <==
master	n
inv_1	2
and2_1	1
clkbuf_1	1
clkbuf_4	3
or3b_1	1
nor2b_1	1
nor3_1	1
ha_1	2
clkdlybuf4s50_1	8
and2_2	1
nor2_1	1
nor4_1	1
a211o_1	1
dfrtp_1	2
edfxtp_1	2
