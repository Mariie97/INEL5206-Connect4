File: config.mk
export PLATFORM = sky130hd
export DESIGN_NAME = ClockDelay
export DESIGN_NICKNAME = ClockDelay
export VERILOG_FILES = /design/flow/design.v
export SDC_FILE = /design/flow/constraint.sdc
export NUM_CORES = 4
export LEC_CHECK = 1
export CORE_AREA = 10 10 90 90
export DIE_AREA = 0 0 100 100
File: run.sh
#!/bin/bash
# OpenROAD 26Q1-2900-gdf79404cd8, Yosys 0.63+post, stock flow scripts
make -C /OpenROAD-flow-scripts/flow DESIGN_CONFIG=/design/flow/config.mk WORK_HOME=/design/flow/orfs finish
File: design.v
`timescale 1ns / 1ps
module ClockDelay(
    input clk_in,
    output reg clk_out
    );
	 reg [27:0]count = 0;
	 always @(posedge clk_in)
		 begin
			count <= count+1;
			if(count == 65000000)
			begin
				count <= 0;
				clk_out = ~clk_out;
			end
	 end
endmodule
File: constraint.sdc
current_design ClockDelay

set clk_period 4.2
set clk_io_pct 0.2

create_clock -name clk0 -period $clk_period [get_ports {clk_in}]

set non_clock_inputs [all_inputs -no_clocks]
set_input_delay [expr $clk_period * $clk_io_pct] -clock clk0 $non_clock_inputs
set_output_delay [expr $clk_period * $clk_io_pct] -clock clk0 [all_outputs]
==> COMMIT_EDITMSG <==
Log flow metrics for this revision

* Max Cap Viol: 0
- Fraction of the yosys area taken by sequential cells: around 45%
- For this run, the top clock speed supported by timing is about 490 MHz.
- Detailed placement finished with a half-perimeter wire length of around 1.6 mm.
* Antenna cell count: 0
- The worst register-to-register path ends at count[24].
* Gate Count Post-Synth: about 150
* Number of global-route vias before repair: 991
- IR analysis of the VDD net gives a maximum drop of slightly below 200 uV.
- As reported, the later end of the worst-skew pair has a clock insertion delay of 0.28 ns.
- In this run the worst setup path begins at count[0].
- Global routing consumed, on the met2 layer, roughly 8% of the routing resources.
* Flops & latches, synth: 29
* Setup_tns: 0 ns
* Commonest non-fill, non-tap cells in the layout: 28 x sky130_fd_sc_hd__dfxtp_1, 12 x sky130_fd_sc_hd__nor2_1, 11 x sky130_fd_sc_hd__nand3_1, 11 x sky130_fd_sc_hd__xor2_1, 10 x sky130_fd_sc_hd__nand4_1
- The share of the core area taken by cells at floorplan is between 20% and 30%.
* Met3 Usage GRT: about 1.8%
- YS chip area: 1320 um^2
- Residual DRC count: 0
* Pwr dens: about 340 nW/um^2
- Total global-route track usage: under 10%
* Data arrival time at the worst-slack endpoint: roughly 2.3 ns
- STA classifies the critical path startpoint as a flip-flop.
* Setup bufs post-CTS: 0
- After floorplanning, the die was sized to cover ~10,000 um^2.
* R2R Setup Slk: roughly 2.1 ns
- The final critical path takes up between 40 and 50% of the cycle.
- Met1 track demand over resource in global routing: between 7 and 8%
* Hold violation total from the final report: 0
- Count of TritonRoute iterations in the first routing pass: 4
- The smallest clock period supported by the final layout is computed as just over 2 ns.
- Per the Yosys statistics, synthesis produced 145 cells.
- Setup repair after global routing left no endpoint under its margin.
- Max Fanout on Critical Path: 11
* Core area: between 6000 and 7000 um^2
- Mean Syn Cell Area: ~9 um^2
- Post-synth top area share: 42.5%
- Once the clock tree was built, the resizer swapped 0 gates to a different size.
* Data required, critical path: 4.42 ns
- CTS tree: built
- The worst register-to-register path depth is 5.
- For this design the top-level I/O count stands at 2.
- Area of the mapped netlist: about 1300 um^2
- Critical path class: flip-flop to flip-flop
* Number of rows in the core area: 29
- Global route hottest layer: met2
* Number of buffers inserted by port buffering: 1
* CTS root buf: sky130_fd_sc_hd__clkbuf_8
- Global-route wire length before repair: approximately 4.5 mm
- Summing over the stages, the warning tally comes to 26.
- The end-of-flow timing check tallies setup violations at 0.
- The transition time recorded at the tightest slew-check pin is a little under 0.6 ns.
* Number of vias per cell after detailed routing: about 4.5
- Number of buffers on the longest clock path: 2
- Launching point of the worst reg2reg path: count[0]
- Measured against its own limit, the worst slew margin works out to approximately three fifths.
- Class of the tightest hold or removal check: flip-flop to flip-flop
* # fillers: 652
- Average wire length per cell after detail routing: ~10 um
- Horizontal extent of the die: around 100 um
- The final max-slew violation count recorded for this run is 0.
- Detailed routing inserted a total of approximately 1k vias.
- CTS Buf Count: 5
* Endpoint of the most critical setup path: count[24]
* Commonest Layout Cell: sky130_fd_sc_hd__dfxtp_1
- Cell accounting for the most synthesized area: sky130_fd_sc_hd__dfxtp_1
* Total wirelength of the detailed-routed design: about 2.4 mm
* Leakage power figure: between 0.5 and 0.6 nW
- Crit. End Element: flip-flop
- Finished Layout Cells: about 230
- Number of placed instances, taps included: roughly 220
- Fraction of layout instances using a drive strength above 1: 7.28%
- Antenna-violating nets left: 0
- The post-CTS hold buffer count recorded in the log is 0.
- The flow measured a signed area growth from synthesis to layout of 13.8%.
- Summed over all layers, the global routing overflow is 0.
- Routability Congestion: about 0.83
* Largest clock skew in the final design: around 0.0075 ns
* Clock slew at the register clock pins of the worst setup and hold paths: roughly 0.060 ns
- CTS saw 29 sinks.
- Outcome: finished, final reports clean
* Number of different library cells in the post-synthesis netlist: 31
- H-tree lvl count: 2
- Entering global routing, the biggest net connects 12 pins.
- The synthesis report lists the Yosys warning total as 1.
- Y dimension of the die: around 100 um
- Iteration-0 DRC Markers: 83
- Post-synth area hogs: sky130_fd_sc_hd__dfxtp_1 43%, sky130_fd_sc_hd__xor2_1 7.3%, sky130_fd_sc_hd__nand4_1 4.7%
- The number of antenna violations at the first check in global routing is 0.
power breakdown:
group          switching, mW  internal (mW)
combinational              0              0
clock                 0.0992          0.133
sequential                 0          0.276
worst min path at each step:
stage	end	cells after the start	startpoint
4_1_cts	count[27]	1	count[27]
5_1_grt	count[27]	1	count[27]
6_report	count[27]	1	count[27]
stage by stage:
step / area, um^2 / worst slack, ns / total power [mW] / hold slack (ns) / util, %
after global placement: 1410 / 2.17 / 0.282 / 0.461 / 22.5
after floorplan: 1320 / 2.30 / 0.282 / 0.432 / -
after CTS: 1500 / 2.15 / 0.517 / 0.478 / 23.9
after global routing: 1500 / 1.97 / 0.531 / 0.513 / 23.9
final: 1500 / 2.15 / 0.509 / 0.473 / 23.9
after detailed placement: 1410 / 2.15 / 0.282 / 0.467 / 22.5
Yosys cell counts, drive strengths merged:
master  instances
a21oi           7
and2            2
and3            2
and4            6
and4b           1
buf             1
clkbuf          3
dfxtp          28
edfxtp          1
ha              2
inv             5
mux2i           1
nand2           8
nand2b          1
nand3          11
nand4          10
nor2           12
nor2b           2
nor3            3
nor3b           1
nor4            2
o21ai           5
o22ai           2
o31ai           3
or3             5
or4             4
xnor2           6
xor2           11
cell families after synthesis:
group,Yosys count,share of synthesized area (%)
AND-OR/OR-AND,17,7.49
AND/OR/NAND/NOR,70,30.6
XOR/XNOR,17,11.3
flip-flops,29,44.8
buffers and inverters,9,3.13
adder cells (fa/ha/maj),2,1.90
multiplexers,1,0.759
area by class of cell:
type,count,area [um^2],share of cell area (%)
clock buffers,8,90.1,6.00
inverters,5,18.8,1.25
well taps,77,96.3,6.42
multi-input cells,107,687,45.8
flip-flops and latches,29,591,39.4
repair buffers,2,17.5,1.17
state kept, by name (all words and copies together) (netlist names):
signal and cells:
count 28, clk_out 1
critical path: stages (launching register included):
cell                      delay (ns)
sky130_fd_sc_hd__dfxtp_1        0.40
sky130_fd_sc_hd__ha_1           0.22
sky130_fd_sc_hd__and4_1         0.27
sky130_fd_sc_hd__nand4_1        0.37
sky130_fd_sc_hd__or4_1          0.59
sky130_fd_sc_hd__a21oi_1        0.15
routing by layer:
layer / vias up / share of wire [%]
met5: - / 0
met4: 0 / 1.4
met3: 5 / 4.8
met2: 17 / 41
met1: 467 / 53
li1: 536 / -
Power is estimated from default activity; no workload was simulated.
